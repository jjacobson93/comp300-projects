## ./config.mk

```make
export PLATFORM = sky130hd
export DESIGN_NAME = project04_jj
export DESIGN_NICKNAME = project04_jj
export VERILOG_FILES = /design/flow/design.v
export SDC_FILE = /design/flow/constraint.sdc
export NUM_CORES = 4
export LEC_CHECK = 1
export CORE_AREA = 10 10 70 70
export DIE_AREA = 0 0 80 80
```

## ./constraint.sdc

```tcl
current_design project04_jj

set clk_period 2.6
set clk_io_pct 0.2

create_clock -name clk0 -period $clk_period [get_ports {clk}]

set non_clock_inputs [all_inputs -no_clocks]
set_input_delay [expr $clk_period * $clk_io_pct] -clock clk0 $non_clock_inputs
set_output_delay [expr $clk_period * $clk_io_pct] -clock clk0 [all_outputs]
```

## ./design.v

```verilog
module project04_jj(input logic clk,
						  input logic reset,
						  input logic left, right,
						  output logic la, lb, lc, ra, rb, rc);
	typedef enum logic [6:0] {OFF,
									  SL1, SL2, SL3,
									  SR1, SR2, SR3} statetype;
	statetype state;
	always_ff@(posedge clk)
		case (state)
			OFF:
				if (left & ~reset) begin
					state <= SL1;
					la <= 1;
				end
				else if (right & ~reset) begin
					state <= SR1;
					ra <= 1;
				end
		   SL1:
				if (left & ~reset) begin
					state <= SL2;
					lb <= 1;
				end
				else begin
					state <= OFF;
					la <= 0;
				end
			SL2:
				if (left & ~reset) begin
					state <= SL3;
					lc <= 1;
				end
				else begin
					state <= OFF;
					la <= 0; lb <= 0;
				end
		   SR1: 
				if (right & ~reset) begin
					state <= SR2;
					rb <= 1;
				end
				else begin
					state <= OFF;
					ra <= 0;
				end
			SR2:
				if (right & ~reset) begin
					state <= SR3;
					rc <= 1;
				end
				else begin
					state <= OFF;
					ra <= 0; rb <= 1;
				end
		   default:  
				begin
					state <= OFF;
					la <= 0; lb <= 0; lc <= 0;
					ra <= 0; rb <= 0; rc <= 0;
				end
		endcase
endmodule
```

## ./run.sh

```bash
#!/bin/bash
# OpenROAD 26Q1-2900-gdf79404cd8, Yosys 0.63+post, stock flow scripts
make -C /OpenROAD-flow-scripts/flow DESIGN_CONFIG=/design/flow/config.mk WORK_HOME=/design/flow/orfs finish
```

==> PnR_summary.wiki <==
=== Synthesis and place and route ===
{| class="wikitable"
! Metric !! Value
|-
| Worst setup path class || in2reg
|-
| CP max FO || 8
|-
| Post-Route Utilization || around 20%
|-
| Worst hold path stage count || 1
|-
| Placed Instances || a little under 100
|-
| First-pass GRT wire length || 1.66 mm
|-
| Stage delay of the slowest cell on the critical path || around 0.59 ns
|-
| Unrepaired setup endpoints after global routing || false
|-
| Post-synthesis async set-or-reset flop share || 0%
|-
| Clock tree root buffer cell || sky130_fd_sc_hd__clkbuf_4
|-
| Post-DR vias/cell || 3.70
|-
| Classification of the worst-slack hold path || reg2reg
|-
| F_max || around 600 MHz
|-
| Initial detailed-routing violation count || 8
|-
| Sum of negative setup slack || 0 ns
|-
| Antenna-violating nets left || 0
|-
| Worst hold path startpoint || state[1]$_DFFE_PP_
|-
| Flops & latches, synth || 9
|-
| Final RePlAce weighted congestion || approximately 0.83
|-
| Final Max-Slew Violation Tally || 0
|-
| Number of non-filler instances in the completed layout || slightly above 100
|-
| Worst hold margin || between 0.7 and 0.8 ns
|-
| Drt wl/cell || 9.72 um
|-
| Worst reg2reg path endpoint || state[0]$_DFFE_PP_
|-
| Die Y || about 80 um
|-
| Post-synthesis chip area from yosys || between 500 and 600 sq um
|-
| Category of cells accounting for the largest share of critical-path delay || buffers and inverters
|-
| Worst Hold Path EP || state[2]$_DFFE_PP_
|-
| Static leakage power || 0.000232 uW
|-
| Deepest clock path buffer count || 2
|-
| Largest net degree at the start of global routing || 15
|-
| Post-synthesis cell area || 517 sq um
|-
| Power per unit of standard cell area || 1060 nW/um^2
|-
| Required time reported for the critical path endpoint || around 2.6 ns
|-
| Share of cells above drive strength 1 || 12.3%
|-
| Post-CTS sizing || 0
|-
| Clock Latency Late Sink || approximately 0.26 ns
|-
| Cell breakdown of the critical path || clkdlybuf4s50_1, nor3b_2, mux2i_1, o22a_1
|-
| Drc violations || 0
|-
| Layout overhead on the synthesized area || 29.5%
|-
| Core Footprint || ~3400 sq um
|-
| Worst setup startpoint || left
|-
| Count of different cell masters after synthesis || 26
|-
| Final worst path period share || 63.5%
|-
| Most common library cells after synthesis || 9 x sky130_fd_sc_hd__edfxtp_1, 4 x sky130_fd_sc_hd__nor2_1, 3 x sky130_fd_sc_hd__inv_1
|-
| TritonCTS clock tree || built
|-
| Setup crit start kind || input pin
|-
| Ranking of synthesized cells by area || sky130_fd_sc_hd__edfxtp_1 52%, sky130_fd_sc_hd__a22oi_1 2.9%, sky130_fd_sc_hd__nor2_1 2.9%
|-
| Worst max-slew margin expressed relative to the limit || between 70% and 80%
|-
| Count of library flops with an enable pin || 9
|-
| Number of max-capacitance violations reported || 0
|-
| Total Die Area || between 6000 and 7000 sq um
|-
| Count of inserted antenna diode cells || 0
|-
| Final critical delay including setup and external delays || approximately 1.7 ns
|-
| Predominant post-synthesis flop cell || sky130_fd_sc_hd__edfxtp_1
|-
| Most common cell in the netlist || sky130_fd_sc_hd__edfxtp_1
|-
| Die boundary width || approximately 80 um
|-
| Reg2reg start || state[0]$_DFFE_PP_
|-
| Number of standard cells reported by yosys || 47
|-
| Via count of the first global-routing pass || 331
|-
| Sequential element share of the synthesized area || a little over half
|-
| Max-area cell share || 52.3%
|-
| CTS H-tree depth || 1
|-
| Buf/Inv on CP || 1
|-
| Initial antenna violation count || 0
|-
| Worst setup skew after layout || between 0.006 and 0.007 ns
|-
| Setup slack on the worst flop-to-flop path || between 1 and 1.5 ns
|-
| Iteration tally of the first detailed-router pass || 2
|-
| Total of hold buffers inserted after clock tree synthesis || 0
|-
| Number of warning messages in the logs || 25
|-
| Kind of end point of the critical path || register
|-
| Hold Vio Cnt, Final || 0
|-
| Count of pins on the block boundary || 10
|-
| Post-synthesis cell type with the largest combined area || sky130_fd_sc_hd__edfxtp_1
|-
| Wirelength, routed || 1.00 mm
|-
| Clock input transition at the sequential cells of the worst setup and hold paths || approximately 0.060 ns
|-
| Final setup vio count || 0
|-
| Worst Max-Slew Pin Slew || around 0.44 ns
|-
| Yosys synthesis warning count || 1
|-
| Remaining Overflow, GRT || 0
|-
| Total number of clock tree sinks || 9
|-
| Total of buffers placed on input and output ports || 9
|-
| Instance count of the mapped netlist || around 47
|-
| CTS Buf Count || 3
|-
| CP arrival || between 1.5 and 2 ns
|-
| Master of the slowest instance on the critical path || sky130_fd_sc_hd__clkdlybuf4s50_1
|-
| Count of cells along the worst register-to-register path || 2
|-
| Mean instance size in the synthesized netlist || ~11 sq um
|-
| Status || finished, final reports clean
|-
| Post-CTS Setup Bufs || 0
|-
| Total GRT Usage || 3.21%
|-
| Number of cell rows || 21
|-
| DR vias || between 300 and 400
|-
| Maximum ir drop on the vdd rail || 0.000452 V
|-
| Initial Util || between 10% and 20%
|}
area by class of cell:
type	count	area, sq um
Timing Repair Buffer	9	90.1
Sequential cell	9	270
Clock buffer	4	26.3
Multi-Input combinational cell	32	214
Tap cell	46	57.6
Fill cell	386	2750
Inverter	3	11.3
kinds of logic after synthesis:
family,share of synthesized area [%]
compound gates,13.3
xor+xnor,1.70
flops,52.3
simple gates,22.3
mux,4.12
buf+inv,6.30
worst reg2reg max path: cells and delay by family, from the launching register on:
| family | cells | cell delay [ns] |
|---|---|---|
| and+or+nand+nor | 1 | 0.36 |
| AOI/OAI and AO/OA | 1 | 0.26 |
| DFF | 1 | 0.58 |
metal layers:
| layer | global-route usage (%) | part of all wire, % | vias up |
|---|---|---|---|
| met2 | 2.97 | 31 | 12 |
| met4 | 0.352 | 0.60 | 0 |
| met3 | 1.70 | 7.2 | 2 |
| li1 | - | - | 196 |
| met1 | 5.73 | 61 | 171 |
| met5 | 0 | 0 | - |
where the power goes:
group          internal, uW  total (uW)  switching, uW
clock                  59.1         107           47.5
combinational           148         260            112
sequential              261         345           84.3
total                   468         712            243
state kept, by name (all words and copies together), names as in the netlist:
register / cells
lb: 1
state: 3
la: 1
rb: 1
rc: 1
lc: 1
ra: 1
worst max path at each step:
stage	end	depth (start not counted)	slack (ns)
4_1_cts	la$_DFFE_PP_	4	0.96
5_1_grt	lb$_DFFE_PP_	4	0.84
6_report	la$_DFFE_PP_	4	0.95
through the flow:
| stage | setup slack (ns) | instance area [sq um] | total power (uW) |
|---|---|---|---|
| 3_3_place_gp | 0.715 | 643 | 609 |
| 6_report | 0.949 | 669 | 712 |
| 4_1_cts | 0.957 | 669 | 720 |
| 5_1_grt | 0.837 | 669 | 773 |
| 3_5_place_dp | 0.679 | 643 | 612 |
| 2_1_floorplan | 1.35 | 517 | 505 |
layout by cell type (no fill, tap or decap):
| master | netlist | layout |
|---|---|---|
| sky130_fd_sc_hd__clkbuf_4 | 0 | 3 |
| sky130_fd_sc_hd__o22a_1 | 1 | 1 |
| sky130_fd_sc_hd__nor2_1 | 4 | 4 |
| sky130_fd_sc_hd__nor3b_2 | 1 | 1 |
| sky130_fd_sc_hd__clkbuf_1 | 0 | 1 |
| sky130_fd_sc_hd__nand2b_1 | 1 | 1 |
| sky130_fd_sc_hd__nor2b_2 | 1 | 1 |
| sky130_fd_sc_hd__a21oi_1 | 1 | 1 |
| sky130_fd_sc_hd__a31oi_1 | 2 | 2 |
| sky130_fd_sc_hd__o21ai_0 | 2 | 2 |
| sky130_fd_sc_hd__mux2i_1 | 1 | 1 |
| sky130_fd_sc_hd__a22oi_1 | 2 | 2 |
| sky130_fd_sc_hd__xnor2_1 | 1 | 1 |
| sky130_fd_sc_hd__clkdlybuf4s50_1 | 0 | 9 |
| sky130_fd_sc_hd__and4bb_2 | 1 | 1 |
| sky130_fd_sc_hd__and3_1 | 2 | 2 |
| sky130_fd_sc_hd__o21ai_1 | 2 | 2 |
| sky130_fd_sc_hd__inv_1 | 3 | 3 |
| sky130_fd_sc_hd__mux2_1 | 1 | 1 |
| sky130_fd_sc_hd__edfxtp_1 | 9 | 9 |
| sky130_fd_sc_hd__nand2_1 | 2 | 2 |
| sky130_fd_sc_hd__nand3_1 | 1 | 1 |
| sky130_fd_sc_hd__nand3b_1 | 1 | 1 |
| sky130_fd_sc_hd__o211ai_1 | 1 | 1 |
| sky130_fd_sc_hd__nor3_2 | 1 | 1 |
| sky130_fd_sc_hd__and2b_1 | 1 | 1 |
| sky130_fd_sc_hd__nor3_1 | 2 | 2 |
Power is estimated from default activity; no workload was simulated.
