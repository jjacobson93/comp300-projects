[flow/config.mk]
export PLATFORM = sky130hd
export DESIGN_NAME = flopenr
export DESIGN_NICKNAME = flopenr
export VERILOG_FILES = /design/flow/design.v
export SDC_FILE = /design/flow/constraint.sdc
export NUM_CORES = 4
export LEC_CHECK = 1
export CORE_AREA = 10 10 70 70
export DIE_AREA = 0 0 80 80
[flow/design.v]
module regfile#(parameter NUM_REG=32, WIDTH=32)
			   (input  logic        clk, 
                input  logic        we3, 
                input  logic [$clog2(NUM_REG)-1:0]  ra1, ra2, wa3, 
                input  logic [WIDTH-1:0] wd3, 
                output logic [WIDTH-1:0] rd1, rd2);
	logic [WIDTH-1:0] rf [0:NUM_REG-1];
	always_ff @(posedge clk)
	begin
		if (we3) rf[wa3] <= wd3;	
	end
	assign rd1 = (ra1 != 0) ? rf[ra1] : 0;
	assign rd2 = (ra2 != 0) ? rf[ra2] : 0;
endmodule
module adder#(parameter WIDTH=32)
			 (input  logic [WIDTH-1:0] a, b,
              output logic [WIDTH-1:0] y);
	assign y = a + b;
endmodule
module shiftleft2#(parameter WIDTH=32)
		   (input  logic [WIDTH-1:0] a,
           	output logic [WIDTH-1:0] y);
	assign y = {a[WIDTH-3:0], 2'b00};
endmodule
module signext(input  logic [15:0] a,
               output logic [31:0] y);
	assign y = {{16{a[15]}}, a};
endmodule
module zeroext(input  logic [15:0] a,
               output logic [31:0] y);
  assign y = {{16'b0}, a};
endmodule
module flopr #(parameter WIDTH = 8)
              (input  logic             clk, reset,
               input  logic [WIDTH-1:0] d, 
               output logic [WIDTH-1:0] q);
	always_ff @(posedge clk, posedge reset)
	begin
		if (reset) q <= 0;
		else       q <= d;
	end
endmodule
module flopenr #(parameter WIDTH = 8)
                (input  logic             clk, reset,
                 input  logic             en,
                 input  logic [WIDTH-1:0] d, 
                 output logic [WIDTH-1:0] q);
	always_ff @(posedge clk, posedge reset)
	begin
		if      (reset) q <= 0;
		else if (en)    q <= d;
	end
endmodule
module mux2 #(parameter WIDTH = 8)
             (input  logic [WIDTH-1:0] d0, d1, 
              input  logic             sel, 
              output logic [WIDTH-1:0] y);
	assign y = sel ? d1 : d0; 
endmodule
[flow/run.sh]
#!/bin/bash
# OpenROAD 26Q1-2900-gdf79404cd8, Yosys 0.63+post, stock flow scripts
make -C /OpenROAD-flow-scripts/flow DESIGN_CONFIG=/design/flow/config.mk WORK_HOME=/design/flow/orfs finish
[flow/constraint.sdc]
current_design flopenr

set clk_period 1.1
set clk_io_pct 0.2

create_clock -name clk0 -period $clk_period [get_ports {clk}]

set non_clock_inputs [all_inputs -no_clocks]
set_input_delay [expr $clk_period * $clk_io_pct] -clock clk0 $non_clock_inputs
set_output_delay [expr $clk_period * $clk_io_pct] -clock clk0 [all_outputs]
==> flow_metrics.py <==
# Generated from Yosys and OpenROAD reports
metrics = {
    "yosys": {
        "synthCells": 18,
        "ff_type": "dfrtp_1",
        "synthArstFlopShare_pct": 100.0,
        "synthTopCellsByArea": "dfrtp_1 (60%), mux2_4 (36%), buf_6 (3.4%)",
        "edf_count": 0,
        "synth_warnings": 1,
        "yosys.area.top_type_share_pct": 59.70,
        "ys_types": 4,
        "synth.avg_cell_area_sq_um": 18.63,
        "ys_area_sq_um": 335.3,
        "synth_flops": 8,
        "largest_area_cell": "dfrtp_1",
        "ys_seq_share_pct": 59.70,
        "syn_area_sq_um": 335.3,
        "ys_cells": 18,
        "synthTopCellsByCount": "dfrtp_1 (8), mux2_4 (8), buf_6 (1), inv_1 (1)",
    },
    "final_timing": {
        "setup_violations": 0,
        "slew_violations": 0,
        "max_slew_margin_pct": 80.33,
        "fin_crit_sh_pct": 96.26,
        "finalCriticalPeriod_ns": 1.059,
        "rsz0062_at_grt": "no",
        "skew_ns": 0,
        "final_hold_viol_count": 0,
        "worstMarginPinSlew_ns": 0.2948,
        "timing.fmax_mhz": 944.4,
    },
    "worst_setup_path": {
        "r2r_end": "q[1]$_DFFE_PP0P_",
        "cp_slowest_cell": "dfrtp_1",
        "critical_path_class": "register to primary output",
        "max_stage_delay_ns": 0.36,
        "cp_num_buf_inv": 1,
        "crit_path_end_kind": "primary output",
        "r2r_slack_ns": 0.11,
        "cp_cell_sequence": "dlygate4sd2_1",
        "rr_startpoint": "q[1]$_DFFE_PP0P_",
        "cp.arrival_ns": 0.84,
        "cp_top_family": "flip-flops",
        "cp_max_fo": 2,
        "crit_required_ns": 0.88,
        "reg2regPathDepth": 3,
        "worst_setup_path_start_kind": "register",
    },
    "route": {
        "n_antenna_cell": 0,
        "vias_per_cell": 2.637,
        "wl_per_cell_microns": 10.11,
        "firstDrtPassIters": 2,
        "drc_errors": 0,
        "drtIter0Drc": 13,
        "vias": 240,
        "wl_microns": 920,
        "final_antenna_net_count": 0,
    },
    "cts": {
        "htreeDepth": 1,
        "clockBufferDepth": 2,
        "cts_root_buffer": "clkbuf_4",
        "cts_hold_buffers": 0,
        "numCtsBuffers": 3,
        "worstSkewPairLatency_ns": 0.24,
        "path_clk_slew_ns": 0.05,
        "cts_sinks": 8,
        "cts_tree": "yes",
    },
    "power": {
        "vdd_drop_max_uv": 188.2,
        "cellLeakagePower_nw": 0.2930,
        "p_per_area_nw_per_um2": 1124,
    },
    "place": {
        "place_area_sq_um": 581.8,
        "port_buffers": 18,
        "routabilityCongestion": 0.7081,
        "dp.cells": 82,
    },
    "floorplan": {
        "ios": 19,
        "die_y_microns": 80,
        "initCoreUtil_pct": 9.817,
        "die_w_microns": 80,
        "chip_area_sq_um": 6400,
        "rows": 21,
        "coreArea_sq_um": 3416,
    },
    "final_layout": {
        "reg_top3": "q: 8 flops",
        "area.growth.synth_to_final_pct": 93.28,
        "top_register": "q",
        "largest_reg_flops": 8,
        "layout-drive-gt1-share_pct": 40.00,
        "finalNonFillerCells": 91,
        "design_area_sq_um": 648.1,
    },
    "global_routing": {
        "grt_max_degree": 9,
        "grt_pass1_vias": 267,
        "gr-usage-all-layers_pct": 2.793,
        "antenna_found_initial": 0,
        "gr-total-overflow": 0,
        "grt_pass1_wl_microns": 1386,
    },
    "outcome": {
        "outcome": "finished clean",
    },
    "flow_run": {
        "warnings": 25,
        "maxCapViolCount": 0,
    },
    "hold_path": {
        "hold_class": "input pin to async pin",
    },
}
## placed cells by master, fill, tap and decap left out
cell	n
buf_12	1
dlygate4sd2_1	1
buf_4	6
clkbuf_4	3
clkdlybuf4s15_1	7
clkdlybuf4s50_1	10
dfrtp_1	8
inv_1	1
mux2_4	8
## power by group
part,leakage (nW),internal (W),switching [W],total [W]
registers,0.0935,0.000324,0.0000160,0.000341
logic,0.186,0.000140,0.0000380,0.000178
clock network,0.0138,0.000124,0.0000863,0.000210
## worst max path at each step
stage | slack [ns] | from | endpoint | cells after the start
CTS | 0.001 | q[6]$_DFFE_PP0P_ | q[6] | 1
global route | 0.006 | q[2]$_DFFE_PP0P_ | q[2] | 1
finish | 0.04 | q[2]$_DFFE_PP0P_ | q[2] | 1
## per-layer routing
layer	wire length, microns	vias up	part of all wire (%)	track usage [%]
li1	-	115	-	-
met1	364	114	40	3.306
met2	468	9	51	4.655
met3	47	2	5.1	0.5682
met4	41	0	4.5	1.408
met5	0	-	0	0
## area by class of cell
| cell class | count | area (sq um) |
|---|---|---|
| well taps | 46 | 57.56 |
| flip-flops and latches | 8 | 200.2 |
| multi-input cells | 8 | 120.1 |
| repair buffers | 25 | 244.0 |
| fillers | 384 | 2768 |
| clock buffers | 3 | 22.52 |
| inverters | 1 | 3.754 |
## through the flow
stage          setup WS (ns)  util, %  hold slack [ns]  power [W]  TNS, ns
2_1_floorplan         0.3379        -          0.03566  0.0003968        0
3_3_place_gp         -0.1883    17.03           0.4846  0.0005068   -1.496
3_5_place_dp         -0.1937    17.03           0.4827  0.0005082   -1.520
4_1_cts             0.001229    18.35           0.2233  0.0007249        0
5_1_grt             0.006350    18.97           0.2493  0.0007723        0
6_report             0.04109    18.97           0.2232  0.0007285        0
## logic make-up after synthesis
| family | after synthesis | synth area share, % |
|---|---|---|
| buffers and inverters | 2 | 4.476 |
| flip-flops | 8 | 59.70 |
| multiplexers | 8 | 35.82 |
## what timing repair did
action,in CTS,in global routing
gates cloned,0,0
resized,10,5
endpoints found under the setup margin,8,6
setup buffers,4,2
No activity file was given, so power comes from the tool's default toggle rates.
